==> flow/config.mk <==
export PLATFORM = sky130hd
export DESIGN_NAME = regBank
export DESIGN_NICKNAME = regBank
export VERILOG_FILES = /design/flow/design.v
export SDC_FILE = /design/flow/constraint.sdc
export NUM_CORES = 4
export LEC_CHECK = 1
export CORE_UTILIZATION = 50
==> flow/constraint.sdc <==
current_design regBank

set clk_period 5.0
set clk_io_pct 0.2

create_clock -name clk0 -period $clk_period [get_ports {clock}]

set non_clock_inputs [all_inputs -no_clocks]
set_input_delay [expr $clk_period * $clk_io_pct] -clock clk0 $non_clock_inputs
set_output_delay [expr $clk_period * $clk_io_pct] -clock clk0 [all_outputs]
==> flow/design.v <==
module regBank(input clock ,input [3:0]readReg1,input [3:0]readReg2, input [15:0]data, 
 input [3:0]ender, input in_write,input in_read, output reg [15:0] readData1,
 output reg [15:0] readData2);
	reg [15:0] registradores[15:0];
	initial 
	begin
		 registradores[0]<= 16'h00000000;
		 registradores[1]<= 16'h00000000;
		 registradores[2]<= 16'h00000000;
		 registradores[3]<= 16'h00000000;
		 registradores[4]<= 16'h00000000;
		 registradores[5]<= 16'h00000000;
		 registradores[6]<= 16'h00000000;
		 registradores[7]<= 16'h00000000;
		 registradores[8]<= 16'h00000000;
		 registradores[9]<= 16'h00000000;
		registradores[10]<= 16'h00000000;
		registradores[11]<= 16'h00000000;
		registradores[12]<= 16'h00000000;
		registradores[13]<= 16'h00000000;
		registradores[14]<= 16'h00000000;
		registradores[15]<= 16'h00000000;
	end
	always @(posedge clock)
	begin
		if(in_write) begin
			registradores[ender] <= data;
		end 
	end
	always @(negedge clock)
	begin
		if(in_read)begin
			readData1 <= registradores[readReg1];
			readData2 <= registradores[readReg2];
		end
	end	
endmodule
==> flow/run.sh <==
#!/bin/bash
# OpenROAD 26Q1-2900-gdf79404cd8, Yosys 0.63+post, stock flow scripts
make -C /OpenROAD-flow-scripts/flow DESIGN_CONFIG=/design/flow/config.mk WORK_HOME=/design/flow/orfs finish
==> impl_metrics.toml <==
# yosys + openroad results
[timing]
setup_viol = 0
hold_viol_final = 0
finClkSkew_ns = 0.0619
tightest_slew_ns = 0.865
slew_headroom_pct = 42.0
report.final.slew_viol_count = 0
tns_ns = 0
rsz0062_at_grt = "false"

[critical_path]
path_cells = "clkdlybuf4s50_1"
path_max_fanout = 1
worstPathBufferInverterCount = 1
path_class = "reg2out"
cp_slowest_cell = "clkdlybuf4s50_1"
start_kind = "flip-flop"
critPathTopFamily = "buffers and inverters"
crit_arrival_ns = 3.94
critPathRequiredTime_ns = 4.00
endpoint_kind = "output port"
slowest_delay_ns = 0.49

[clock_network]
cts-buffers-inserted = 29
post_cts_buffers = 0
clockBufferDepth = 3
tritoncts = "yes"
clockRootBuffer = "clkbuf_16"
cts.reportedPaths.clkPinSlew_ns = 0.06
clkLatencyLatePin_ns = 0.59
cts_num_sinks = 288
hold_buffers = 0
htreeDepth = 1

[yosys]
yosys.stat.seqShare_pct = 68.5
topCellsByArea = "edfxtp_1, mux4_2, mux4_1"
avgSynthCellArea_um2 = 21.6
yosys_register_bits = 288
syn_inst = 586
ys_types = 22
top_area_cell = "edfxtp_1"
ys_cells = 586
top_cell_area_share_pct = 68.5
yosys_warnings = 1
syn-cell-area_um2 = 12600
ys_chip_area_um2 = 12600

[drt]
drt-total-wl_mm = 32.1
antennaDiodeCount = 0
drt_pass1_iterations = 6
ant_nets = 0
wl_per_cell_um = 30.0
drc = 0
vias_per_cell = 6.44
vias = 6881
drtIter0Drc = 451

[global_route]
grt_pass1_vias = 7689
grt_max_degree = 36
grt_pass1_wl_mm = 48.0
grt_use_met2_pct = 41.7
grt_use_met3_pct = 21.7
grt-ovfl-total = 0
grt_antenna_before_repair = 0
busiest_layer = "met2"
grt_usage_pct = 29.6
grt.met1_usage_pct = 40.3

[job]
cap_violations = 0
warnings = 57

[layout]
synthToLayoutAreaGrowth_pct = 19.7
post-route-util_pct = 61.6
drive_gt1_share_pct = 30.5

[pwr]
leakage_nw = 5.10
p_per_area_nw_per_um2 = 361
finalPower_mw = 5.45
ir_worst_vdd_mv = 0.308

[floorplan]
die_area_um2 = 25900
die_x_um = 161
core-area_um2 = 24500
die_y_um = 161
initCoreUtil_pct = 51.5
ios = 63
rows = 57

[status]
outcome = "completed"

[worst_hold_path]
hold_path.class = "in2reg"

[placed_design]
place_congestion = 0.827
dp_hpwl_mm = 18.7
portBuffers = 62
-- flip-flops by register name, indices dropped and copies added, names as in the netlist --
register	cells
readData1	16
readData2	16
registradores	256
-- metrics by stage --
step                      hold WS [ns]  setup WS, ns  cell area (um^2)  std cells
after floorplan                   1.10         0.163             12600        586
after global placement            1.89        -0.121             14100        984
after detailed placement          1.93        -0.142             14100        984
after CTS                         1.36       0.00161             15100       1068
after global routing              1.43       0.00900             15100       1068
final                             1.37        0.0586             15100       1068
-- synth_stat cells --
cell type,number
edfxtp_1,288
mux4_2,105
a22oi_1,64
nand2_1,33
mux4_1,20
clkbuf_1,16
nor2_1,14
buf_4,8
buf_6,8
buf_2,5
nor2b_1,4
nor3_1,4
buf_1,3
mux4_4,3
and2_1,2
nand2b_1,2
nand3b_1,2
clkbuf_2,1
clkbuf_4,1
inv_1,1
nand3_1,1
or3b_2,1
-- cell usage in the layout, fill, tap and decap left out --
cell	count
clkdlybuf4s50_1	48
clkbuf_8	1
buf_12	18
dlymetal6s2s_1	3
nand3_1	1
mux4_4	3
clkinv_2	2
edfxtp_1	288
nor2_1	2
dlygate4sd2_1	6
nor2_2	12
clkbuf_16	29
buf_4	38
or3b_2	1
nand2b_1	2
and2_1	2
bufinv_16	4
nor2b_1	3
clkinvlp_2	4
nand2_1	33
nor3_2	4
clkbuf_4	1
inv_1	32
nor2b_2	1
clkbuf_1	6
nand3b_1	2
buf_2	3
mux4_2	105
clkinv_1	5
a22oi_1	64
mux4_1	20
inv_2	1
-- cell families (layout without fill, tap and decap cells) --
group	after synthesis	count (layout)	share of synthesized area, %
muxes	128	128	23.5
AOI/OAI and AO/OA	64	64	3.80
and+or+nand+nor	63	63	2.18
DFF	288	288	68.5
buffers and inverters	43	201	2.08
-- where the power goes --
group          switching [mW]  leakage, nW  internal [mW]
Combinational           0.215         1.84          0.228
Sequential             0.0302         2.63           2.74
Clock                   0.926        0.623           1.32
Total                    1.17         5.10           4.28
-- layout make-up --
class / instances / area [um^2]
multi-input cells: 255 / 3770
clock inverters: 48 / 293
well taps: 324 / 405
clock buffers: 37 / 769
flip-flops and latches: 288 / 8650
repair buffers: 116 / 1230
fillers: 1697 / 9410
-- routing by layer --
layer,vias up,routed length [um]
li1,2857,-
met3,66,5360
met5,-,40
met1,3422,10300
met4,2,1010
met2,534,15400
-- final timing paths --
check        depth (start not counted)                 start                   to  slack, ns
max                                  1         readData1[11]        readData1[11]       0.06
min                                  1               data[6]  registradores[7][6]       1.37
max reg2reg                          3   registradores[0][2]         readData2[2]       0.97
min reg2reg                          3  registradores[7][11]        readData2[11]       3.22
-- what timing repair did --
item | 4_1_cts | 5_1_grt
endpoints found under the setup margin | 6 | 3
resized | 6 | 3
hold endpoints to repair | 0 | 0
Power and IR drop assume default switching activity.
