[design/flow/constraint.sdc]
current_design ALU

set clk_period 7.4
set clk_io_pct 0.2

create_clock -name clk0 -period $clk_period

set non_clock_inputs [all_inputs -no_clocks]
set_input_delay [expr $clk_period * $clk_io_pct] -clock clk0 $non_clock_inputs
set_output_delay [expr $clk_period * $clk_io_pct] -clock clk0 [all_outputs]
[design/flow/run.sh]
#!/bin/bash
# OpenROAD 26Q1-2900-gdf79404cd8, Yosys 0.63+post, stock flow scripts
make -C /OpenROAD-flow-scripts/flow DESIGN_CONFIG=/design/flow/config.mk WORK_HOME=/design/flow/orfs finish
[design/flow/design.v]
module ALU(
				input wire [15:0] a,
				input wire [15:0] b,
				input wire [3:0] Select,
				input wire [3:0] Imm,
				output reg [15:0] Result
		);
		always @( a, b, Select)
		begin
			case(Select)
			4'b0000:
			 Result <= a + b;
			4'b0001:
			 Result <= a - b;
			4'b0010:
			 begin
					if (b > Imm) begin
						Result <= 1;
					end else begin
						Result <= 0;
						end
			 end
			 4'b0011:
			  Result <= a & b;
			 4'b0100:
			  Result <= a | b;
			 4'b0101:
			  Result <= a ^ b;
			 4'b0110:
			  Result <= b & Imm;
			 4'b0111:
			  Result <= b | Imm;
			 4'b1000:
			  Result <= b ^ Imm;
			 4'b1001:
			  Result <= b + Imm;
			 4'b1010: 
			  Result <= b - Imm;
			 default: Result <= a + b;
			endcase
		end
endmodule
[design/flow/config.mk]
export PLATFORM = sky130hd
export DESIGN_NAME = ALU
export DESIGN_NICKNAME = ALU
export VERILOG_FILES = /design/flow/design.v
export SDC_FILE = /design/flow/constraint.sdc
export NUM_CORES = 4
export LEC_CHECK = 1
export CORE_UTILIZATION = 50
==> reports/metrics.csv <==
metric;value;unit
outcome;completed;
slowest_stage;clkdlybuf4s50_1;
fin_tns_setup;0;ns
hold_path.startpoint;Select[3];
cpPeakStageDelay;0.48;ns
rows;30;
crit_required;5.92;ns
die_area;0.007353;mm²
warnings;72;
hold_viol_final;0;
holdBufCountCts;0;
critPathLaunchType;input port;
syn_avg_cell_area;7.187;µm²
initCoreUtil;51.62;%
place_congestion;0.9243;
die_width;85.75;µm
routed_wl;10810;µm
powerDensity;74.31;mW/mm²
cp_cell_sequence;clkdlybuf4s50_1, buf_4, nor4bb_4, buf_4, o21ai_0, ha_1, inv_1, fa_1, inv_1, a21o_1, a221o_2, a221oi_1, o21bai_1, xnor2_1, a2bb2oi_1, clkdlybuf4s50_1;
postSynthSeqShare;0;%
viasPerCell;5.991;
via_count;3792;
hpwl;8658;µm
relSlewSlack;37.87;%
core;0.006794;mm²
tightestPinTransition;0.9222;ns
crit_fanout;20;
antenna_found_initial;0;
yosys_cells;488;
fin_util;61.18;%
syn_inst;488;
drt_iter0_drc;189;
ant_nets;0;
post_cts_buffers;0;
drv_cap;0;
crit_family;buffers and inverters;
wl_per_cell;17.07;µm
cp-end-kind;output port;
worstHoldEndpoint;Result[2];
area_growth_syn_to_layout;18.52;%
die_height;85.75;µm
cp.buffers_inverters;6;
grt_usage;30.50;%
place.port_buffers;56;
grt_pass1_wl;17520;µm
grt-ovfl-total;0;
max_freq;152.6;MHz
rsz0062_at_grt;false;
drive_gt1_share;6.331;%
ys_chip_area;0.003507;mm²
hold_path_depth;4;
period_minus_slack;6.552;ns
grt_max_degree;22;
min_period_over_period;88.54;%
clock_buffers;0;
register_area;0;µm²
post_cts_resized;0;
path_depth;16;
hold_class;in2out;
p_leak;0.001879;µW
num_antenna_cells;0;
criticalPathCategory;in2out;
syn_area;0.003507;mm²
drc;0;
grt_pass1_vias;3513;
firstDrtPassIters;4;
synth_warnings;1;
cp_data_arrival_time;5.07;ns
vdd_drop_max;0.03768;mV
setup_viol;0;
finalMaxSlewViolations;0;
pin_count;56;
flops;0;
synth_cell_type_count;78;
==> how the worst max path moves through the flow <==
stage / from / end / slack, ns
after CTS: Select[3] / Result[14] / 0.84
after global routing: Select[3] / Result[12] / 0.59
final: Select[3] / Result[12] / 0.85
==> cell usage after synthesis, types with 8 or more instances <==
master / count / area (µm²)
ha_1: 74 / 925.9
nor2_1: 58 / 217.7
inv_1: 56 / 210.2
a21oi_1: 40 / 200.2
o21ai_0: 30 / 150.1
nand2_1: 25 / 93.84
xnor2_1: 22 / 192.7
a22oi_1: 14 / 105.1
nor3_1: 10 / 50.05
o22ai_1: 8 / 50.05
==> per-layer routing <==
layer	track usage [%]	up-vias	share of wire, %
li1	-	1879	-
met2	49.96	154	45
met4	6.364	0	1.6
met1	43.76	1746	46
met3	3.223	13	7.3
met5	0	-	0
==> power by group <==
| part | total [µW] | switching (µW) | internal (µW) |
|---|---|---|---|
| Clock | 0 | 0 | 0 |
| Sequential | 0 | 0 | 0 |
| Combinational | 309 | 162 | 147 |
==> stage by stage <==
| stage | hold slack (ns) | cells | worst slack, ns | total power [µW] | cell area (µm²) |
|---|---|---|---|---|---|
| 3_5_place_dp | 4.173 | 633 | 0.8490 | 304.5 | 4156 |
| 4_1_cts | 4.176 | 633 | 0.8438 | 306.9 | 4156 |
| 5_1_grt | 4.239 | 633 | 0.5900 | 341.5 | 4156 |
| 2_1_floorplan | 3.056 | 488 | 1.857 | 193.3 | 3507 |
| 6_report | 4.167 | 633 | 0.8481 | 308.9 | 4156 |
| 3_3_place_gp | 4.175 | 633 | 0.9107 | 303.5 | 4156 |
==> cell type report <==
cell class	count	area, µm²
multi-input combinational	418	3213
fill	618	2638
timing repair buffer	63	613.1
inverter	56	210.2
tap	96	120.1
==> layout by cell type (no fill, tap or decap), drive strengths merged, types with 3 or more instances in the layout <==
| cell type | instances |
|---|---|
| a211o | 4 |
| a21o | 8 |
| a21oi | 40 |
| a221oi | 6 |
| a22oi | 15 |
| a311oi | 3 |
| a31oi | 5 |
| and2 | 3 |
| and3 | 7 |
| buf | 7 |
| clkdlybuf4s50 | 56 |
| fa | 3 |
| ha | 74 |
| inv | 56 |
| mux2i | 3 |
| nand2 | 26 |
| nand2b | 4 |
| nand3 | 7 |
| nor2 | 58 |
| nor2b | 7 |
| nor3 | 11 |
| nor4 | 8 |
| o211ai | 7 |
| o21ai | 33 |
| o21bai | 4 |
| o221ai | 8 |
| o22ai | 10 |
| or3 | 3 |
| or4 | 3 |
| xnor2 | 22 |
| xor2 | 6 |
==> kinds of logic after synthesis <==
family                     count (synthesis)  share of synthesized area [%]
AOI/OAI and AO/OA                        162                          32.57
xor gates and xnor gates                  28                          6.992
adders and majority gates                 77                          28.11
buffers and inverters                     70                          8.812
muxes                                      5                          1.926
and+or+nand+nor                          146                          21.58
Power is estimated from default activity; no workload was simulated.
